==> flow/design.v <==
module alu(clk, reset, srcA, srcB, opCode, aluResult, zero, carryx, sign);
input clk, reset;
input [3:0] srcA, srcB;
input [2:0] opCode;
output reg [3:0] aluResult;
output reg zero, carryx, sign;
reg [1:0] state;
always @(posedge clk, posedge reset)
begin
	if (reset == 1)
		state = 2'b00;
	else
	begin
		case(opCode)
			3'b000:	 
				state = 2'b00;
			3'b001:	 
			begin
				case(state)
					2'b00:
					begin
						aluResult[0] = ~(srcA[0]|srcB[0]);
						state = 01;
					end
					2'b01:
					begin
						aluResult[1] = ~(srcA[1]|srcB[1]);
						state = 10;
					end
					2'b10:
					begin
						aluResult[2] = ~(srcA[2]|srcB[2]);
						state = 11;
					end
					2'b11:
					begin
						aluResult[3] = ~(srcA[3]|srcB[3]);
						state = 00;
					end
					default: state = 2'b00;
				endcase
				zero = !(|aluResult);
				carryx = 0;
				sign = aluResult[3];
			end
			3'b010:	 
			begin
				case(state)
					2'b00:
					begin
						carryx = 0;
						aluResult[0] = carryx^(srcA[0]^srcB[0]);   
						carryx = (srcA[0]&srcB[0])|(srcB[0]&carryx)|(carryx&srcA[0]);   
						state = 01;
					end
					2'b01:
					begin
						aluResult[1] = carryx^(srcA[1]^srcB[1]);
						carryx = (srcA[1]&srcB[1])|(srcB[1]&carryx)|(carryx&srcA[1]);
						state = 10;
					end
					2'b10:
					begin
						aluResult[2] = carryx^(srcA[2]^srcB[2]);
						carryx = (srcA[2]&srcB[2])|(srcB[2]&carryx)|(carryx&srcA[2]);
						state = 11;
					end
					2'b11:
					begin
						aluResult[3] = carryx^(srcA[3]^srcB[3]);
						carryx = (srcA[3]&srcB[3])|(srcB[3]&carryx)|(carryx&srcA[3]);
						state = 00;
					end
					default: state = 2'b00;
				endcase
				zero = !(|aluResult);
				sign = aluResult[3];
			end
			3'b011:	 
			begin
				case(state)
					2'b00:
					begin
						aluResult[0] = ~(srcA[0]^srcB[0]);
						state = 01;
					end
					2'b01:
					begin
						aluResult[1] = ~(srcA[1]^srcB[1]);
						state = 10;
					end
					2'b10:
					begin
						aluResult[2] = ~(srcA[2]^srcB[2]);
						state = 11;
					end
					2'b11:
					begin
						aluResult[3] = ~(srcA[3]^srcB[3]);
						state = 00;
					end
					default: state = 2'b00;
				endcase
				zero = !(|aluResult);
				carryx = 0;
				sign = aluResult[3];
			end
			3'b100:	 
			begin
				case(state)
					2'b00:
					begin
						carryx = 0;
						aluResult[0] = carryx^(srcA[0]^srcB[0]);   
						carryx = ((~srcA[0])&srcB[0])|((~srcA[0])&carryx)|(carryx&srcB[0]);   
						state = 01;
					end
					2'b01:
					begin
						aluResult[1] = carryx^(srcA[1]^srcB[1]);
						carryx = ((~srcA[1])&srcB[1])|((~srcA[1])&carryx)|(carryx&srcB[1]);
						state = 10;
					end
					2'b10:
					begin
						aluResult[2] = carryx^(srcA[2]^srcB[2]);
						carryx = ((~srcA[2])&srcB[2])|((~srcA[2])&carryx)|(carryx&srcB[2]);
						state = 11;
					end
					2'b11:
					begin
						aluResult[3] = carryx^(srcA[3]^srcB[3]);
						carryx = ((~srcA[3])&srcB[3])|((~srcA[3])&carryx)|(carryx&srcB[3]);
						state = 00;
					end
					default: state = 2'b00;
				endcase
				zero = !(|aluResult);
				sign = aluResult[3];
			end
			default: state = 2'b00;
		endcase
	end
end
endmodule
==> flow/run.sh <==
#!/bin/bash
# OpenROAD 26Q1-2900-gdf79404cd8, Yosys 0.63+post, stock flow scripts
make -C /OpenROAD-flow-scripts/flow DESIGN_CONFIG=/design/flow/config.mk WORK_HOME=/design/flow/orfs finish
==> flow/config.mk <==
export PLATFORM = sky130hd
export DESIGN_NAME = alu
export DESIGN_NICKNAME = alu
export VERILOG_FILES = /design/flow/design.v
export SDC_FILE = /design/flow/constraint.sdc
export NUM_CORES = 4
export LEC_CHECK = 1
export CORE_AREA = 10 10 99 99
export DIE_AREA = 0 0 109 109
==> flow/constraint.sdc <==
current_design alu

set clk_period 2.3
set clk_io_pct 0.2

create_clock -name clk0 -period $clk_period [get_ports {clk}]

set non_clock_inputs [all_inputs -no_clocks]
set_input_delay [expr $clk_period * $clk_io_pct] -clock clk0 $non_clock_inputs
set_output_delay [expr $clk_period * $clk_io_pct] -clock clk0 [all_outputs]
==> git commit body <==
Update PnR metrics after Yosys + OpenROAD run

- I/O pin total: 20
* Hold violation count in the final report: 0
- Maximum clock skew at final layout: 0.00442 ns
- Fp util: 0.126
- After clock tree synthesis, the clock-pin slew on the worst setup and hold paths is 0.05 ns.
* Input/output buffers: 19
- For the worst setup path, the data required time is 2.41 ns.
- Overall power consumption after layout is estimated at 686 µW.
- The clock passes through at most 2 buffers.
- In this run the number of H-tree levels came out at 1.
- Fraction of post-synthesis cell area in the top cell type by area: 0.185
- Floorplan die width: 109 µm
- Post-CTS repair ended up resizing 0 cells.
- Routed via count: 863
- Static timing analysis puts the maximum clock frequency at 492 MHz.
* Commonest cells post-synth: 13 x sky130_fd_sc_hd__inv_1, 11 x sky130_fd_sc_hd__nand2_1
- After the flow finishes, the layout carries non-filler instances totaling 233.
- Total routing usage reported by global routing: 0.0467
- TritonCTS Buffers: 3
* Arr. time, crit path: 2.14 ns
* Number of slew-limit violations in the final report: 0
- The logs give a warning total of 30.
- The flow ran to the end, and the final reports show no timing, DRC or antenna violations.
* Via density per instance: 3.70
* Total Negative Setup Slacks: 0 ns
* DRT Pass-1 Iters: 4
* Initial antenna violation count: 0
* Leading area contributor after synthesis: sky130_fd_sc_hd__edfxtp_1
* Number of enable flip-flop cells: 6
- Async set-or-reset flop fraction in the synthesized netlist: 0.400
* Count of cells along the worst register-to-register path: 5
* Dominant register cell: sky130_fd_sc_hd__edfxtp_1
* CP max FO: 2
- The detailed router finished its first iteration with 32 violations.
* Leak: 0.000550 µW
* Cell at the root of the clock tree: sky130_fd_sc_hd__clkbuf_8
- Number of register bits inferred by synthesis: 10
- For this run, design rule violations remaining after detail routing come to 0.
- Area occupied by multi-input gates: 607 µm²
- Per the run summary, max-cap violations total 0.
* Shortest period the worst path allows: 2.03 ns
- # clock sinks: 10
* Routability congestion estimate: 0.917
* Total setup violations reported at the end of the flow: 0
- Looking at the max-slew report, the worst-margin pin has a slew of 0.491 ns.
* Yosys warnings: 1
- HPWL reported at the end of detailed placement: 2140 µm
- The report lists the number of standard-cell rows as 32.
- The chip occupies 11900 µm².
- TritonCTS built the clock tree.
* Area of the placeable core: 7730 µm²
- Mean Syn Cell Area: 9.17 µm²
* Number of instances in the placed design: 229
* Per-cell routed wire length: 11.1 µm
- Setup repair after global routing left no endpoint under its margin.
- Area Growth Syn to Fin: 40.2%
* Fraction of final layout cells with drive strength greater than 1: 0.130
- Area reported by Yosys stat: 972 µm²
- The worst setup path is launched from an input pin.
- Wirelength, routed: 2590 µm
- For this design, the CTS-stage hold fixing added 0 buffers.
- Entering global routing, the biggest net connects 14 pins.
* Cell count in the Yosys report: 106
- The number of different library cells used by synthesis comes to 35.
- Dividing the final minimum period by the clock period gives 0.883.
* Count of fill cells added during filler insertion: 862
- Remaining global-route overflow: 0
- Wire length of the first global-routing pass: 4420 µm
- The number of setup buffers added after CTS is 0.
* Relative max-transition margin: 0.670
- Path category of the worst min-delay check: in2async
- Final worst hold slack: 0.439 ns
* VDD IR max: 0.000247 V
- By area the synthesized netlist is led by sky130_fd_sc_hd__edfxtp_1 19%, sky130_fd_sc_hd__fa_1 12%, sky130_fd_sc_hd__dfrtp_1 7.7%.
* Synthesized netlist cell count: 106
- Insertion delay of the later-clocked pin in the worst-skew pair: 0.24 ns
- Crit Path Class: in2reg
- Post-synthesis sequential area ratio: 0.290
- 0 antenna diodes ended up in the layout.
* Height of the chip: 109 µm
- Dividing total power by cell area gives a power density of 503 nW/µm².
* Cell area after technology mapping: 972 µm²
- Via count of the first global-routing pass: 865
* Residual antenna-violating net count after detailed routing: 0
- The sequential cells in the finished layout cover a total of 282 µm².
* Critical path capture point type: flop
* Most frequent cell after synthesis: sky130_fd_sc_hd__inv_1
-- path summary, 6_finish.rpt --
path	from	slack, ns	end
max reg2reg	state[3]	0.44	zero
max in group asynchronous	reset	1.62	state[0]
min in group clk0	state[0]	0.56	state[2]
min reg2reg	state[0]	0.56	state[2]
min	reset	0.44	state[3]
max	srcA[1]	0.27	zero
-- layout by cell type, fill, tap and decap left out, types with 3 or more instances in the layout --
master and count:
sky130_fd_sc_hd__inv_1 13, sky130_fd_sc_hd__ha_1 6, sky130_fd_sc_hd__nor2_1 3, sky130_fd_sc_hd__clkdlybuf4s50_1 19
sky130_fd_sc_hd__edfxtp_1 6, sky130_fd_sc_hd__o22ai_1 5, sky130_fd_sc_hd__o21ai_0 6, sky130_fd_sc_hd__clkbuf_8 4
sky130_fd_sc_hd__nor3_1 3, sky130_fd_sc_hd__nand3_1 3, sky130_fd_sc_hd__and2_1 5, sky130_fd_sc_hd__fa_1 6
sky130_fd_sc_hd__buf_4 7, sky130_fd_sc_hd__a21oi_1 3, sky130_fd_sc_hd__nor2b_1 3, sky130_fd_sc_hd__dfrtp_1 3
sky130_fd_sc_hd__nand2_1 11
-- metal layers --
layer,vias to the layer above,wire (µm),track usage
li1,418,-,-
met1,403,1150,0.0617
met2,40,1150,0.0716
met3,2,254,0.0215
met4,0,23,0.00377
met5,-,0,0
-- per-stage QoR --
step / setup WS, ns / cell area (µm²) / utilization
floorplan: 0.608 / 972 / -
global placement: 0.0572 / 1310 / 0.169
detailed placement: 0.0430 / 1310 / 0.169
CTS: 0.258 / 1360 / 0.176
global route: 0.179 / 1360 / 0.176
finish: 0.269 / 1360 / 0.176
-- state kept, by name (all words and copies together), names as in the netlist --
| register | count |
|---|---|
| aluResult | 4 |
| carryx | 1 |
| state | 4 |
| zero | 1 |
-- power by group --
group,total (µW),internal (µW),switching (µW)
registers,236,215,20.5
clock network,225,151,74.3
logic,225,117,109
total,686,483,203
-- area by class of cell --
cell class	instances	area share
sequential	10	0.207
timing repair buffer	26	0.178
multi-input combinational	78	0.445
clock buffer	4	0.0404
inverter	13	0.0358
tap	102	0.0937
-- critical path: stages --
cell and delay [ns]:
sky130_fd_sc_hd__clkdlybuf4s50_1 0.49, sky130_fd_sc_hd__inv_1 0.08, sky130_fd_sc_hd__fa_1 0.57, sky130_fd_sc_hd__a21oi_1 0.07, sky130_fd_sc_hd__or3_1 0.38, sky130_fd_sc_hd__nand3_1 0.09
-- cells by family (layout without fill, tap and decap cells) --
family | after synthesis | after routing | share of synthesized area
AND/OR/NAND/NOR | 37 | 37 | 0.202
multiplexers | 1 | 1 | 0.0103
AND-OR/OR-AND | 26 | 26 | 0.185
flip-flops | 10 | 10 | 0.290
XOR/XNOR | 2 | 2 | 0.0257
buffers and inverters | 18 | 43 | 0.0862
adder cells (fa/ha/maj) | 12 | 12 | 0.201
Power and IR drop assume default switching activity.
